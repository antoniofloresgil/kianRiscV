==> design/flow/design.v <==
`default_nettype none
module clint (
    input  logic        clk,                
    input  logic        resetn,             
    input  logic        valid,              
    input  logic [23:0] addr,               
    input  logic [3:0]  wmask,              
    input  logic [31:0] wdata,              
    input  logic [15:0] div,                
    output logic [31:0] rdata,              
    output logic        is_valid,           
    output logic        ready,              
    output logic        IRQ3,               
    output logic        IRQ7,               
    input  logic [63:0] timer_counter       
);
    logic is_msip, is_mtimecmpl, is_mtimecmph, is_mtimel, is_mtimeh;
    assign is_msip       = (addr == 24'h00_0000);
    assign is_mtimecmpl  = (addr == 24'h00_4000);
    assign is_mtimecmph  = (addr == 24'h00_4004);
    assign is_mtimel     = (addr == 24'h00_bff8);
    assign is_mtimeh     = (addr == 24'h00_bffc);
    assign is_valid      = valid && (is_msip || is_mtimecmpl || is_mtimecmph || is_mtimel || is_mtimeh);
    always_ff @(posedge clk or negedge resetn) begin
        if (!resetn)
            ready <= 1'b0;
        else
            ready <= is_valid;
    end
    logic [63:0] mtimecmp;
    logic        msip;
    always_ff @(posedge clk or negedge resetn) begin
        if (!resetn) begin
            mtimecmp <= 64'b0;
            msip     <= 1'b0;
        end else if (is_valid) begin
            if (is_mtimecmpl) begin
                if (wmask[0]) mtimecmp[7:0]   <= wdata[7:0];
                if (wmask[1]) mtimecmp[15:8]  <= wdata[15:8];
                if (wmask[2]) mtimecmp[23:16] <= wdata[23:16];
                if (wmask[3]) mtimecmp[31:24] <= wdata[31:24];
            end else if (is_mtimecmph) begin
                if (wmask[0]) mtimecmp[39:32] <= wdata[7:0];
                if (wmask[1]) mtimecmp[47:40] <= wdata[15:8];
                if (wmask[2]) mtimecmp[55:48] <= wdata[23:16];
                if (wmask[3]) mtimecmp[63:56] <= wdata[31:24];
            end else if (is_msip) begin
                if (wmask[0]) msip <= wdata[0];
            end
        end
    end
    always_comb begin
        case (1'b1)
            is_mtimecmpl: rdata = mtimecmp[31:0];
            is_mtimecmph: rdata = mtimecmp[63:32];
            is_mtimel:    rdata = timer_counter[31:0];
            is_mtimeh:    rdata = timer_counter[63:32];
            is_msip:      rdata = {31'b0, msip};
            default:      rdata = 32'b0;
        endcase
    end
    assign IRQ3 = msip;
    assign IRQ7 = (timer_counter >= mtimecmp);
endmodule
==> design/flow/run.sh <==
#!/bin/bash
# OpenROAD 26Q1-2900-gdf79404cd8, Yosys 0.63+post, stock flow scripts
make -C /OpenROAD-flow-scripts/flow DESIGN_CONFIG=/design/flow/config.mk WORK_HOME=/design/flow/orfs finish
==> design/flow/config.mk <==
export PLATFORM = sky130hd
export DESIGN_NAME = clint
export DESIGN_NICKNAME = clint
export VERILOG_FILES = /design/flow/design.v
export SDC_FILE = /design/flow/constraint.sdc
export NUM_CORES = 4
export LEC_CHECK = 1
export CORE_UTILIZATION = 50
==> design/flow/constraint.sdc <==
current_design clint

set clk_period 12.4
set clk_io_pct 0.2

create_clock -name clk0 -period $clk_period [get_ports {clk}]

set non_clock_inputs [all_inputs -no_clocks]
set_input_delay [expr $clk_period * $clk_io_pct] -clock clk0 $non_clock_inputs
set_output_delay [expr $clk_period * $clk_io_pct] -clock clk0 [all_outputs]
==> impl_metrics.csv <==
group,metric,value,unit
floorplan,floorplan.core_util,0.518,
synth,top_area_frac,0.323,
routing,antennaDiodeCount,0,
min_path,worst_hold_path_type,"reg2reg",
pwr,cellLeakagePower,3.10,nW
sta,final.period_utilization,0.612,
floorplan,core,0.00986,mm²
sta,max-slew-margin-rel,0.556,
floorplan,die_height,103,µm
worst_setup_path,worstSetupStartpointType,"primary input",
routing,drt_pass1_iterations,5,
routing,route.vias.total,4500,
cts,clock_latency,0.33,ns
routing,drt_iter0_markers,118,
floorplan,die_width,103,µm
synth,postSynth.asyncResetShare,1.00,
worst_setup_path,crit_path_cell_trace,"clkdlybuf4s50_1 -> ha_1 -> nand4_1 -> or4_1 -> o32a_1 -> a21oi_1 -> o2111ai_1 -> nand3_1 -> clkdlybuf4s50_1",
cts,tritoncts,"yes",
floorplan,die_area,0.0106,mm²
sta,finalClockSkew,0,ns
finish,postLayoutCellArea,0.00708,mm²
global_routing,grt_start_max_net_pins,41,
cts,numCtsBuffers,9,
sta,fmax,132,MHz
sta,totalNegativeSetupSlack,0,ns
run,number_of_maximum_capacitance_constraint_violations,0,
finish,final.fill_count,725,
sta,slew_viol_final,0,
finish,area_growth_from_synthesis_to_layout,38.4,%
synth,synth_top_cell_by_area,"dfrtp_1",
synth,common_cells,"69 x inv_1, 68 x mux2_1, 66 x dfrtp_1",
worst_setup_path,timing.critical_path.arrival,5.11,ns
floorplan,ioPinCount,179,
worst_setup_path,critPathCaptureType,"primary output",
run_status,status,"finished, final reports clean",
synth,synth_top_cell_by_count,"inv_1",
synth,synth_area_per_cell,9.95,µm²
worst_setup_path,critPathMaxFanout,3,
worst_setup_path,crit_slowest_cell,"or4_1",
global_routing,globalRouteOverflowTotal,0,
worst_setup_path,cpMostUsedCell,"clkdlybuf4s50_1",
placement,dp_hpwl,10.2,mm
global_routing,grt_pass1_vias,4421,
run,number_of_openroad_warnings,42,
routing,wirelength,13.4,mm
cts,postCtsHoldBufs,0,
synth,yosys_area,0.00511,mm²
pwr,vdd_drop_max,73.1,µV
cts,clkSlewWorstSetupHoldPaths,0.06,ns
finish,utilization,0.718,
finish,fraction_of_layout_cells_with_a_size_suffix_above_1,0.0830,
worst_setup_path,crit_path_category,"in2out",
synth,yosys_warnings,1,
sta,grt_setup_unrepaired,"false",
synth,ys_types,38,
routing,drt-vias-per-instance,5.57,
synth,synth-seq-cells,66,
finish,ff_latch_area,0.00165,mm²
placement,place.gp.congestion,0.899,
worst_setup_path,worst-endpoint-required,9.92,ns
cts,post_cts.repair.setup_buffers,0,
cts,cts_buffer_depth,2,
synth,syn-instance-count,514,
routing,drcViolationCount,0,
sta,tightest_slew,0.649,ns
placement,numPortBuffers,162,
cts,cts_resized,0,
cts,htreeDepth,3,
synth,yosysCellCount,514,
cts,cts_root_buffer,"clkbuf_8",
synth,yosys_most_used_dff,"dfrtp_1",
finish,logic_area,0.00309,mm²
synth,netlist_area,0.00511,mm²
sta,finalHoldViolCount,0,
pwr,power_density,74.9,mW/mm²
sta,post-route-min-period,7.59,ns
synth,synth_seq_share,0.323,
global_routing,grt_pass1_wl,21.2,mm
routing,remaining_antenna_violation_count_after_routing,0,
global_routing,track_usage,0.266,
synth,number_of_synthesized_flops_with_an_enable_pin,0,
sta,setup_viol,0,
synth,main_area_contributors,"dfrtp_1 32%, ha_1 16%, mux2_1 15%, mux2_2 6.2%, inv_1 5.1%",
worst_setup_path,critical-path-max-stage-delay,0.54,ns
placement,placed_area,0.00683,mm²
global_routing,initial_antenna_violation_count,0,
floorplan,row_count,36,
cts,cts_sinks,66,
routing,drt-wirelength-per-cell,16.6,µm
==> kinds of logic (layout without fill, tap and decap cells) <==
logic type / Yosys count / after routing / synth area share
AOI/OAI and AO/OA: 116 / 116 / 0.149
muxes: 97 / 97 / 0.213
buffers and inverters: 94 / 255 / 0.0771
and+or+nand+nor: 77 / 77 / 0.0805
DFF: 66 / 66 / 0.323
adders and majority gates: 64 / 64 / 0.157
==> sequential cells by signal (all words and copies together), names as in the netlist <==
name      count
mtimecmp     64
ready         1
msip          1
==> cell usage in the layout, fill, tap and decap left out, drive strengths merged <==
cell type,instances
nor2,9
a21o,8
o2111ai,1
a22oi,3
dfrtp,66
a2111oi,2
buf,9
mux2i,1
or4,1
ha,64
clkbuf,12
nand2,20
nand3,7
inv,70
and2,8
o32a,1
o31a,1
clkinv,1
a211oi,1
a221o,1
bufinv,3
a222oi,3
nand2b,1
o21ai,13
nor3,5
or3,1
and4,2
a221oi,28
clkdlybuf4s50,160
mux2,96
and3,2
nor4,9
a21oi,51
nand4,12
o21a,2
a2bb2oi,1
==> routing by layer <==
metal,global-route usage,vias up,share of wire
met4,0.0358,0,0.012
li1,-,2215,-
met2,0.454,119,0.49
met3,0.0544,16,0.058
met1,0.367,2150,0.44
met5,0,-,0
==> metrics by stage <==
step	cells	worst slack, ns	hold WS (ns)	total power, mW
after floorplan	514	5.92	0.458	0.250
after global routing	808	4.59	0.509	0.553
final	808	4.81	0.487	0.530
after global placement	792	4.79	0.467	0.308
after detailed placement	792	4.78	0.475	0.309
after CTS	808	4.77	0.491	0.537
==> critical path, delay by kind of cell <==
family	cells	cell delay [ns]
adder cells (fa/ha/maj)	1	0.33
AND/OR/NAND/NOR	3	0.81
AND-OR/OR-AND	3	0.54
buffers and inverters	2	0.94
==> final timing paths <==
kind / startpoint / to / slack [ns] / depth (start not counted)
max in group asynchronous: resetn / mtimecmp[61] / 9.28 / 2
worst min-delay path: mtimecmp[7] / mtimecmp[7] / 0.49 / 1
worst min register to register: mtimecmp[7] / mtimecmp[7] / 0.49 / 1
worst max-delay path: timer_counter[15] / IRQ7 / 4.81 / 9
min in group asynchronous: resetn / mtimecmp[42] / 2.16 / 1
worst max register to register: msip / msip / 11.59 / 1
==> report_power, final <==
part / internal (mW) / switching, mW
logic: 0.0552 / 0.0346
clock network: 0.140 / 0.0855
registers: 0.215 / 0.000000131
total: 0.410 / 0.120
==> layout make-up <==
cell class,count,area share
clock buffers,12,0.0205
clock inverters,4,0.0140
inverters,70,0.0371
multi-input cells,354,0.436
flip-flops and latches,66,0.233
well taps,133,0.0235
repair buffers,169,0.235
No activity file was given, so power comes from the tool's default toggle rates.
