<file path="flow/config.mk">
export PLATFORM = sky130hd
export DESIGN_NAME = rx_uart
export DESIGN_NICKNAME = rx_uart
export VERILOG_FILES = /design/flow/design.v
export SDC_FILE = /design/flow/constraint.sdc
export NUM_CORES = 4
export LEC_CHECK = 1
export CORE_UTILIZATION = 50
</file>
<file path="flow/constraint.sdc">
current_design rx_uart

set clk_period 5.5
set clk_io_pct 0.2

create_clock -name clk0 -period $clk_period [get_ports {clk}]

set non_clock_inputs [all_inputs -no_clocks]
set_input_delay [expr $clk_period * $clk_io_pct] -clock clk0 $non_clock_inputs
set_output_delay [expr $clk_period * $clk_io_pct] -clock clk0 [all_outputs]
</file>
<file path="flow/design.v">
`default_nettype none
module fifo #(
    parameter int DATA_WIDTH = 8,   
    parameter int DEPTH = 4         
) (
    input  logic clk,                              
    input  logic resetn,                           
    input  logic [DATA_WIDTH-1:0] din,             
    output logic [DATA_WIDTH-1:0] dout,            
    input  logic push,                             
    input  logic pop,                              
    output logic full,                             
    output logic empty                             
);
    logic [DATA_WIDTH-1:0] ram [0:DEPTH-1];        
    logic [$clog2(DEPTH):0] cnt;                   
    logic [$clog2(DEPTH)-1:0] rd_ptr;              
    logic [$clog2(DEPTH)-1:0] wr_ptr;              
    logic [$clog2(DEPTH):0] cnt_next;              
    logic [$clog2(DEPTH)-1:0] rd_ptr_next;         
    logic [$clog2(DEPTH)-1:0] wr_ptr_next;         
    assign empty = (cnt == 0);                     
    assign full  = (cnt == DEPTH);                 
    always_ff @(posedge clk or negedge resetn) begin
        if (!resetn) begin
            rd_ptr <= 0;
            wr_ptr <= 0;
            cnt    <= 0;
        end else begin
            rd_ptr <= rd_ptr_next;
            wr_ptr <= wr_ptr_next;
            cnt    <= cnt_next;
        end
    end
    always_comb begin
        rd_ptr_next = rd_ptr;
        wr_ptr_next = wr_ptr;
        cnt_next    = cnt;
        if (push) begin
            wr_ptr_next = wr_ptr + 1;
            if (!pop || empty) cnt_next = cnt + 1;
        end
        if (pop) begin
            rd_ptr_next = rd_ptr + 1;
            if (!push || full) cnt_next = cnt - 1;
        end
    end
    always_ff @(posedge clk) begin
        if (push) ram[wr_ptr] <= din;
    end
    assign dout = ram[rd_ptr];
endmodule
`default_nettype none
module rx_uart (
    input  logic       clk,
    input  logic       resetn,
    input  logic       rx_in,
    input  logic       data_rd,
    input  logic [15:0] div,
    output logic       error,
    output logic [31:0] data
);
    logic [2:0] state;
    logic [2:0] return_state;
    logic [2:0] bit_idx;
    logic [7:0] rx_data;
    logic ready;
    logic [16:0] wait_states;
    logic [2:0] rx_in_sync;
    always_ff @(posedge clk or negedge resetn) begin
        if (!resetn) begin
            rx_in_sync <= 3'd0;
        end else begin
            rx_in_sync <= {rx_in_sync[1:0], rx_in};
        end
    end
    logic fifo_full;
    logic fifo_empty;
    logic [7:0] fifo_out;
    fifo #(
        .DATA_WIDTH(8),
        .DEPTH     (16)
    ) fifo_i (
        .clk   (clk),
        .resetn(resetn),
        .din   (rx_data[7:0]),
        .dout  (fifo_out),
        .push  (ready & ~fifo_full),
        .pop   (data_rd & ~fifo_empty),
        .full  (fifo_full),
        .empty (fifo_empty)
    );
    assign data = fifo_empty ? 32'hFFFF_FFFF : {24'd0, fifo_out};
    always_ff @(posedge clk or negedge resetn) begin
        if (!resetn) begin
            state <= 3'd0;
            ready <= 1'b0;
            error <= 1'b0;
            wait_states <= 17'd1;
            bit_idx <= 3'd0;
            rx_data <= 8'd0;
        end else begin
            case (state)
                3'd0: begin  
                    ready <= 1'b0;
                    error <= 1'b0;
                    if (rx_in_sync[2:1] == 2'b10) begin  
                        wait_states <= {1'b0, div >> 1};
                        return_state <= 3'd1;
                        state <= 3'd4;  
                    end
                end
                3'd1: begin  
                    if (~rx_in_sync[2]) begin
                        wait_states <= {1'b0, div};
                        return_state <= 3'd2;
                        state <= 3'd4;  
                    end else begin
                        state <= 3'd0;  
                    end
                end
                3'd2: begin  
                    rx_data[bit_idx] <= rx_in_sync[2];
                    bit_idx <= bit_idx + 1'b1;
                    wait_states <= {1'b0, div};
                    return_state <= (&bit_idx) ? 3'd3 : 3'd2;  
                    state <= 3'd4;  
                end
                3'd3: begin  
                    if (~rx_in_sync[2]) begin
                        error <= 1'b1;  
                        state <= 3'd0;  
                    end else begin
                        wait_states <= {1'b0, div};
                        return_state <= 3'd0;  
                        state <= 3'd4;  
                    end
                end
                3'd4: begin  
                    if (wait_states == 17'd1) begin
                        if (return_state == 3'd0) begin
                            ready <= 1'b1;
                        end
                        state <= return_state;
                    end
                    wait_states <= wait_states - 1'b1;
                end
                default: begin
                    state <= 3'd0;  
                end
            endcase
        end
    end
endmodule
</file>
<file path="flow/run.sh">
#!/bin/bash
# OpenROAD 26Q1-2900-gdf79404cd8, Yosys 0.63+post, stock flow scripts
make -C /OpenROAD-flow-scripts/flow DESIGN_CONFIG=/design/flow/config.mk WORK_HOME=/design/flow/orfs finish
</file>
==> results.cfg <==
; flow metrics
[run]
warnings = 35
cap_violations = 0

[die]
ioPinCount = 53
die.size.y_um = 130.7
die-area_um2 = 17090
core_area_um2 = 16000
chipWidth_um = 130.7
initial_core_util_pct = 51.77
row_count = 46

[critical_path]
worst_path_largest_cell_delay_ns = 0.76
reg2reg_slack_ns = 2.51
cp_max_fo = 19
critPathTopFamily = buffers and inverters
slowest_stage = dfrtp_2
regToRegStartpoint = state[2]$_DFFE_PN0P_
cp-end-kind = output port
path_buffers = 2
crit_type = flip-flop to output port
r2r_cells = 5
required_ns = 4.40
r2r_end = wait_states[10]$_DFFE_PN0P_
crit_chain = buf_4 > mux4_2 > mux2i_1 > a22oi_1 > clkdlybuf4s50_1
crit_arrival_ns = 2.97
start_kind = flip-flop

[global_routing]
grt_max_degree = 51
grt_pass1_vias = 4894
gr-usage-all-layers_pct = 22.55
grt_antenna_before_repair = 0
gr-total-overflow = 0
grt_pass1_wl_um = 26060

[detailed_routing]
num_vias = 4818
postRouteAntennaNets = 0
insertedDiodeCount = 0
wirelength_um = 16630
via_per_inst = 5.729
drc = 0
drt-initial-drc-count = 244
dr.pass1.iters = 4
wl_per_cell_um = 19.78

[timing]
fin_crit_sh_pct = 73.91
min_period_ns = 4.065
rsz0062_at_grt = false
whs_ns = 0.3532
finalHoldViolCount = 0
fmax_ghz = 0.2460
finClkSkew_ns = 0.006595
tns_ns = 0
setup_viol = 0
worstMarginPinSlew_ns = 0.8738
slew_viol_final = 0
slew-limit-headroom_pct = 41.62

[yosys]
ff_type = edfxtp_1
yosysWarnings = 2
ys_cells = 584
synth_top_area_share_pct = 47.13
ys_ff = 179
ys_async_sr_fraction_pct = 27.37
yosys-stat-area_um2 = 8283
syn_area_per_cell_um2 = 14.18
syn_area_um2 = 8283
synth-edff-count = 130
ys_seq_share_pct = 61.95
synthCells = 584
synth_cell_types = 63
yosys.area.top_type = edfxtp_1
topCellsByArea = edfxtp_1 47%, dfrtp_1 15%, mux4_2 8.7%

[run_status]
status = finished clean

[finish]
n_fill_cell = 1257
synthToLayoutAreaGrowth_pct = 13.60
fin_util_pct = 58.81
final_area_um2 = 9409
drive_gt1_share_pct = 16.00

[hold_path]
worstHoldPathCells = 0
hold_start = rx_in_sync[0]$_DFF_PN0_
hp-class = flip-flop to flip-flop
holdPathEnd = rx_in_sync[1]$_DFF_PN0_

[clock_network]
clock_latency_ns = 0.42
cts_setup_buffers = 0
clkSinkCount = 179
clockRootBuffer = clkbuf_16
clk_pin_slew_worst_paths_ns = 0.06
cts_buffers = 17
ctsHoldBuffers = 0
cts_tree = done
cts_resized = 0
clock_path_buffers = 2
h-tree-depth = 4

[placed_design]
gp_congestion = 0.8397
numPortBuffers = 52
hpwl_um = 10770
placed_area_um2 = 8853

[power]
vdd_drop_max_v = 0.0002133
leakage_nw = 3.265
powerDensity_nw_per_um2 = 380.1
==> power by group <==
part           total [W]  internal (W)  switching, W
combinational   0.000735      0.000383      0.000352
sequential       0.00170       0.00153      0.000167
clock            0.00114      0.000632      0.000510
==> cell families (layout without fill, tap and decap cells) <==
family | Yosys count | in the layout | synth area share, %
AOI/OAI and AO/OA | 108 | 108 | 8.716
muxes | 58 | 58 | 11.92
DFF | 179 | 179 | 61.95
buffers and inverters | 72 | 113 | 4.668
xor gates and xnor gates | 16 | 16 | 1.692
and+or+nand+nor | 135 | 135 | 8.640
adders and majority gates | 16 | 16 | 2.417
==> synth_stat cells (5+ instances only) <==
cell / instances
a22o_1: 6
o21ai_0: 20
nor4_1: 5
o211ai_1: 5
xnor2_1: 13
dfrtp_1: 48
nand2_1: 34
and2_1: 10
mux2_2: 5
nor2_1: 27
mux2i_1: 21
a22oi_1: 9
buf_2: 12
inv_1: 15
buf_4: 25
nand4_1: 6
nand3_1: 8
and3_1: 5
nor3_1: 11
a21oi_1: 29
clkbuf_1: 17
ha_1: 16
edfxtp_1: 130
mux4_2: 32
a31oi_1: 8
==> worst max-delay path by stage <==
| stage | startpoint | to | cells past startpoint |
|---|---|---|---|
| 4_1_cts | fifo_i.rd_ptr[0]$_DFFE_PN0P_ | data[1] | 5 |
| 5_1_grt | fifo_i.rd_ptr[0]$_DFFE_PN0P_ | data[1] | 5 |
| 6_report | fifo_i.rd_ptr[0]$_DFFE_PN0P_ | data[7] | 5 |
==> metrics by stage <==
step                total power (W)  instances  setup slack, ns
floorplan                  0.002251        584            1.967
global route               0.003758        841            1.195
detailed placement         0.002472        809            1.804
finish                     0.003576        841            1.435
global placement           0.002455        809            1.827
CTS                        0.003612        841            1.333
==> cells in the final DEF (no fill, tap or decap), types with 6 or more instances in the layout <==
cell type        instances
and2_1                  10
buf_4                   14
clkdlybuf4s50_1         51
mux4_2                  32
clkbuf_16               17
dfrtp_1                 47
o21ai_0                 20
a22oi_1                  9
edfxtp_1               130
xnor2_1                 13
a21oi_1                 29
mux2i_1                 21
a22o_1                   6
nand4_1                  6
a31oi_1                  8
inv_6                    6
nand3_1                  8
nor3_1                  11
nand2_1                 34
inv_1                   15
nor2_1                  27
ha_1                    16
==> state kept, by name, summed over array words and instances, names as in the netlist <==
register and count:
ready 1, wait_states 17, bit_idx 3, fifo_i.cnt 5, state 3, fifo_i.wr_ptr 4, fifo_i.rd_ptr 4, return_state 2
rx_in_sync 3, rx_data 8, error 1, fifo_i.ram 128
==> layer usage <==
metal | track usage (%) | part of all wire (%) | vias up
li1 | - | - | 2263
met1 | 30.74 | 39 | 2360
met2 | 36.20 | 50 | 178
met3 | 10.03 | 8.9 | 17
met4 | 3.854 | 1.7 | 0
met5 | 0 | 0 | -
==> worst reg2reg max path, stage by stage, from the launching register on <==
cell and delay, ns:
dfrtp_1 0.89, inv_1 0.56, a31o_2 0.35, nor2_2 0.64, nor3_1 0.14, a211o_1 0.29
==> layout make-up <==
cell class | instances | area, um^2 | area share (%)
inverter | 15 | 56.30 | 0.5984
sequential | 179 | 5132 | 54.55
clock buffer | 19 | 432.9 | 4.601
tap | 216 | 270.3 | 2.872
timing repair buffer | 66 | 620.6 | 6.596
clock inverter | 13 | 122.6 | 1.303
multi-input combinational | 333 | 2774 | 29.48
Power is estimated from default activity; no workload was simulated.
