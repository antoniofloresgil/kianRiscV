## flow/design.v

```verilog
`default_nettype none
module spi #(
    parameter bit QUAD_MODE = 1'b1,
    parameter bit CPOL      = 1'b0
) (
    input  logic         clk,
    input  logic         resetn,
    input  logic         ctrl,
    output logic [31:0]  rdata,
    input  logic [31:0]  wdata,
    input  logic [3:0]   wstrb,
    input  logic [15:0]  div,
    input  logic         valid,
    output logic         ready,
    output logic         cen,
    output logic         sclk,   
    inout  logic         sio1_so_miso,
    inout  logic         sio0_si_mosi,
    inout  logic         sio2,
    inout  logic         sio3
);
  logic [5:0]   xfer_cycles;
  logic [31:0]  rx_data, rx_data_next;
  logic         spi_cen, spi_cen_nxt;
  logic [3:0]   sio_oe;
  logic [3:0]   sio_out;
  logic [3:0]   sio_in;
  logic         state, next_state;
  logic [7:0]   spi_buf, spi_buf_next;
  logic         is_quad, is_quad_next;
  logic         sclk_next;
  logic [3:0]   sio_oe_next, sio_out_next;
  logic [5:0]   xfer_cycles_next;
  logic         ready_xfer, ready_xfer_next;
  logic [3:0] sio;
  assign {sio3, sio2, sio1_so_miso, sio0_si_mosi} = sio;
  logic in_xfer;
  assign in_xfer = |xfer_cycles;
  assign rdata = ctrl ? rx_data : {in_xfer, 30'b0, spi_cen};
  genvar i;
  generate
    for (i = 0; i < 4; i = i + 1) begin : SIO_BIDIRECTION_CTRL
      assign sio[i] = sio_oe[i] ? sio_out[i] : 1'bz;
    end
  endgenerate
  assign sio_in = {sio3, sio2, sio1_so_miso, sio0_si_mosi};
  logic ready_ctrl, ready_ctrl_next;
  assign ready = ready_xfer || ready_ctrl;
  assign cen   = spi_cen;
  always_ff @(posedge clk) begin
    if (!resetn) begin
      spi_cen    <= 1'b1;
      ready_ctrl <= 1'b0;
    end else begin
      spi_cen    <= spi_cen_nxt;
      ready_ctrl <= ready_ctrl_next;
    end
  end
  logic ctrl_access;
  assign ctrl_access = !ctrl & valid;
  always_comb begin
    ready_ctrl_next = 1'b0;
    spi_cen_nxt = spi_cen;
    if (ctrl_access) begin
      if (wstrb[0])
        spi_cen_nxt = ~wdata[0];
      ready_ctrl_next = 1'b1;
    end
  end
  localparam logic S0_IDLE              = 1'b0;
  localparam logic S1_WAIT_FOR_XFER_DONE = 1'b1;
  logic [17:0] tick_cnt;
  logic tick;
  assign tick = (tick_cnt == ({2'b0, div} - 1));
  always_ff @(posedge clk) begin
    if (!resetn) begin
      sclk        <= CPOL;
      sio_oe      <= 4'b1111;
      sio_out     <= 4'b0000;
      spi_buf     <= 8'b0;
      is_quad     <= 1'b0;
      xfer_cycles <= 6'b0;
      ready_xfer  <= 1'b0;
      rx_data     <= 32'b0;
      state       <= S0_IDLE;
    end else begin
      state       <= next_state;
      sclk        <= sclk_next;
      sio_oe      <= sio_oe_next;
      sio_out     <= sio_out_next;
      spi_buf     <= spi_buf_next;
      is_quad     <= is_quad_next;
      xfer_cycles <= xfer_cycles_next;
      rx_data     <= rx_data_next;
      ready_xfer  <= ready_xfer_next;
    end
  end
  always_comb begin
    next_state         = state;
    sclk_next          = sclk;
    sio_oe_next        = sio_oe;
    sio_out_next       = sio_out;
    spi_buf_next       = spi_buf;
    is_quad_next       = is_quad;
    ready_xfer_next    = ready_xfer;
    rx_data_next       = rx_data;
    xfer_cycles_next   = xfer_cycles;
    if (in_xfer) begin
      if (tick || (div == 16'b0)) begin
        sio_out_next = is_quad ? {spi_buf[7:4]} : {3'b0, spi_buf[7]};
        if (sclk) begin
          sclk_next = 1'b0;
        end else begin
          sclk_next = 1'b1;
          spi_buf_next = is_quad ? {spi_buf[3:0], sio_in} 
                                 : {spi_buf[6:0], sio_in[1]};
          xfer_cycles_next = is_quad ? xfer_cycles - 4 : xfer_cycles - 1;
        end
      end
    end else begin
      case (state)
        S0_IDLE: begin
          if (valid && ctrl) begin
            is_quad_next = QUAD_MODE;
            if (wstrb[0]) begin
              spi_buf_next = wdata[7:0];
              sio_oe_next = QUAD_MODE ? 4'b1111 : 4'b0001;
              xfer_cycles_next = 6'd8;   
            end else begin
              xfer_cycles_next = 6'd0;
            end
            ready_xfer_next = 1'b1;
            next_state = S1_WAIT_FOR_XFER_DONE;
          end else begin
            sclk_next = CPOL;
            xfer_cycles_next = 6'd0;
            ready_xfer_next = 1'b0;
          end
        end
        S1_WAIT_FOR_XFER_DONE: begin
          rx_data_next = {24'b0, spi_buf};
          next_state   = S0_IDLE;
        end
        default: next_state = S0_IDLE;
      endcase
    end
  end
  always_ff @(posedge clk) begin
    if (!resetn || tick || ~in_xfer)
      tick_cnt <= 18'b0;
    else if (in_xfer)
      tick_cnt <= tick_cnt + 1;
  end
endmodule
```

## flow/constraint.sdc

```tcl
current_design spi

set clk_period 5.8
set clk_io_pct 0.2

create_clock -name clk0 -period $clk_period [get_ports {clk}]

set non_clock_inputs [all_inputs -no_clocks]
set_input_delay [expr $clk_period * $clk_io_pct] -clock clk0 $non_clock_inputs
set_output_delay [expr $clk_period * $clk_io_pct] -clock clk0 [all_outputs]
```

## flow/config.mk

```make
export PLATFORM = sky130hd
export DESIGN_NAME = spi
export DESIGN_NICKNAME = spi
export VERILOG_FILES = /design/flow/design.v
export SDC_FILE = /design/flow/constraint.sdc
export NUM_CORES = 4
export LEC_CHECK = 1
export CORE_UTILIZATION = 40
```

## flow/run.sh

```bash
#!/bin/bash
# OpenROAD 26Q1-2900-gdf79404cd8, Yosys 0.63+post, stock flow scripts
make -C /OpenROAD-flow-scripts/flow DESIGN_CONFIG=/design/flow/config.mk WORK_HOME=/design/flow/orfs finish
```

==> results.sh <==
# implementation run metrics
export IMPL_outcome="aborted with a tool error"
export IMPL_outcome_stop_stage="clock tree synthesis (4_1_cts)"
export IMPL_flow_first_error="[error] [KeplerFormal.cpp:679] Workflow failed: Iso has multiple drivers: .sio0_si_mosi0, sio0_si_mosi$_SDFFE_PN0P_.Q0"
export IMPL_design_portCount=95
export IMPL_netlist_top_cell_by_area="sky130_fd_sc_hd__dfxtp_1"
export IMPL_synth_cell_area_sq_mm=0.00338
export IMPL_synthMostInstantiatedCell="sky130_fd_sc_hd__nor2_1"
export IMPL_placedInstanceArea_sq_mm=0.00375
export IMPL_clock_sinks=50
export IMPL_cts_path_max_buffers=2
export IMPL_netlist_cell_type_count=58
export IMPL_synthFlopType="sky130_fd_sc_hd__dfxtp_1"
export IMPL_cts_repair_timing_setup_buffer_count=0
export IMPL_netlist_area_leader_share=0.297
export IMPL_clock_tree_root_cell="sky130_fd_sc_hd__clkbuf_8"
export IMPL_synth_area_top_cells="sky130_fd_sc_hd__dfxtp_1 30%, sky130_fd_sc_hd__nor2_1 7.0%, sky130_fd_sc_hd__a21oi_1 5.2%, sky130_fd_sc_hd__xnor2_1 5.2%, sky130_fd_sc_hd__buf_4 5.1%"
export IMPL_synth_flops=50
export IMPL_synth_cells_most_frequent="63 x sky130_fd_sc_hd__nor2_1, 50 x sky130_fd_sc_hd__dfxtp_1, 35 x sky130_fd_sc_hd__a21oi_1, 29 x sky130_fd_sc_hd__nand3_1, 23 x sky130_fd_sc_hd__buf_4"
export IMPL_synth_logic_top_family="simple AND/OR/NAND/NOR gates"
export IMPL_rows=33
export IMPL_enable_flop_cells=0
export IMPL_htree_num_levels=2
export IMPL_synth_mux_area_fraction=0.0360
export IMPL_post_dp_hpwl_um=5660
export IMPL_globalplace_congestion=0.843
export IMPL_synth_simple_area_share=0.307
export IMPL_syn_avg_cell_area_sq_um=7.74
export IMPL_synth_cellmix_adderShare=0.0148
export IMPL_height_of_the_chip_um=93.9
export IMPL_yosys_chip_area_sq_mm=0.00338
export IMPL_asyncSetResetFlopFracSynth=0
export IMPL_fp_util=0.413
export IMPL_yosysWarnings=2
export IMPL_syn_inst=436
export IMPL_synth_seq_area_share=0.297
export IMPL_synthAoiAreaFrac=0.170
export IMPL_buffer_ports_inserted=40
export IMPL_cts_hold_buffers_added=0
export IMPL_die_width_um=93.9
export IMPL_post_cts_resize_count=0
export IMPL_numCtsBuffers=5
export IMPL_ys_cells=436
export IMPL_xor_share=0.0830
stage by stage:
| stage | instances | worst slack [ns] | power, mW | utilization |
|---|---|---|---|---|
| after floorplan | 458 | 2.05 | 0.466 | - |
| after global placement | 561 | 1.18 | 0.502 | 0.459 |
| after detailed placement | 561 | 1.09 | 0.504 | 0.459 |
kinds of logic after synthesis:
| family | after synthesis |
|---|---|
| simple gates | 194 |
| flops | 50 |
| xor+xnor | 32 |
| buf+inv | 57 |
| compound gates | 86 |
| mux | 12 |
| other cells | 1 |
| fa+ha+maj | 4 |
Power is estimated from default activity; no workload was simulated.
