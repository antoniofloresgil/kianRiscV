--- design/flow/config.mk ---
export PLATFORM = sky130hd
export DESIGN_NAME = qqspi
export DESIGN_NICKNAME = qqspi
export VERILOG_FILES = /design/flow/design.v
export SDC_FILE = /design/flow/constraint.sdc
export NUM_CORES = 4
export LEC_CHECK = 1
export CORE_UTILIZATION = 50
--- design/flow/constraint.sdc ---
current_design qqspi

set clk_period 5.5
set clk_io_pct 0.2

create_clock -name clk0 -period $clk_period [get_ports {clk}]

set non_clock_inputs [all_inputs -no_clocks]
set_input_delay [expr $clk_period * $clk_io_pct] -clock clk0 $non_clock_inputs
set_output_delay [expr $clk_period * $clk_io_pct] -clock clk0 [all_outputs]
--- design/flow/design.v ---
`default_nettype none
module qqspi #(
    parameter logic QUAD_MODE = 1'b1,
    parameter logic CEN_NPOL = 0,
    parameter logic PSRAM_SPIFLASH = 1'b1
) (
    input  logic [22:0] addr,   
    output logic [31:0] rdata,
    input  logic [31:0] wdata,
    input  logic [3:0] wstrb,
    output logic ready,
    input  logic valid,
    input  logic clk,
    input  logic resetn,
    output logic cen,
    output logic sclk,
    inout  wire sio1_so_miso,
    inout  wire sio0_si_mosi,
    inout  wire sio2,
    inout  wire sio3,
    output logic [1:0] cs
);
    localparam logic [7:0] CMD_QUAD_WRITE = 8'h38;
    localparam logic [7:0] CMD_FAST_READ_QUAD = 8'hEB;
    localparam logic [7:0] CMD_WRITE = 8'h02;
    localparam logic [7:0] CMD_READ = 8'h03;
    logic [3:0] sio_oe;
    logic [3:0] sio_out;
    wire [3:0] sio_in;
    assign cen = ce ^ CEN_NPOL;
    logic write, read;
    assign write = |wstrb;
    assign read = ~write;
    logic [3:0] sio;
    assign {sio3, sio2, sio1_so_miso, sio0_si_mosi} = sio;
    genvar i;
    generate
        for (i = 0; i < 4; i = i + 1) begin : SIO_BIDIRECTION_CTRL
            assign sio[i] = sio_oe[i] ? sio_out[i] : 1'bz;
        end
    endgenerate
    assign sio_in = {sio3, sio2, sio1_so_miso, sio0_si_mosi};
    typedef enum logic [2:0] {
        S0_IDLE,
        S1_SELECT_DEVICE,
        S2_CMD,
        S4_ADDR,
        S5_WAIT,
        S6_XFER,
        S7_WAIT_FOR_XFER_DONE
    } state_t;
    state_t state, next_state;
    logic [31:0] spi_buf;
    logic [5:0] xfer_cycles;
    logic is_quad;
    logic ce;
    logic [31:0] rdata_next;
    logic [1:0] cs_next;
    logic ce_next;
    logic sclk_next;
    logic [3:0] sio_oe_next;
    logic [3:0] sio_out_next;
    logic [31:0] spi_buf_next;
    logic is_quad_next;
    logic [5:0] xfer_cycles_next;
    logic ready_next;
    wire [1:0] byte_offset;
    wire [5:0] wr_cycles;
    wire [31:0] wr_buffer;
    align_wdata align_wdata_i (
        .wstrb      (wstrb),
        .wdata      (wdata),
        .byte_offset(byte_offset),
        .wr_cycles  (wr_cycles),
        .wr_buffer  (wr_buffer)
    );
    always_ff @(posedge clk or negedge resetn) begin
        if (!resetn) begin
            cs <= 2'b00;
            ce <= 1'b1;
            sclk <= 1'b1;
            sio_oe <= 4'b1111;
            sio_out <= 4'b0000;
            spi_buf <= 0;
            is_quad <= 0;
            xfer_cycles <= 0;
            ready <= 0;
            state <= S0_IDLE;
        end else begin
            state <= next_state;
            cs <= cs_next;
            ce <= ce_next;
            sclk <= sclk_next;
            sio_oe <= sio_oe_next;
            sio_out <= sio_out_next;
            spi_buf <= spi_buf_next;
            is_quad <= is_quad_next;
            xfer_cycles <= xfer_cycles_next;
            rdata <= rdata_next;
            ready <= ready_next;
        end
    end
    always_comb begin
        next_state = state;
        cs_next = cs;
        ce_next = ce;
        sclk_next = sclk;
        sio_oe_next = sio_oe;
        sio_out_next = sio_out;
        spi_buf_next = spi_buf;
        is_quad_next = is_quad;
        xfer_cycles_next = xfer_cycles;
        ready_next = ready;
        sio_out_next = sio_out;
        rdata_next = rdata;
        if (|xfer_cycles) begin
            sio_out_next = is_quad ? spi_buf[31:28] : {3'b0, spi_buf[31]};
            if (sclk) begin
                sclk_next = 1'b0;
            end else begin
                sclk_next = 1'b1;
                spi_buf_next = is_quad ? {spi_buf[27:0], sio_in} : {spi_buf[30:0], sio_in[0]};
                xfer_cycles_next = is_quad ? xfer_cycles - 4 : xfer_cycles - 1;
            end
        end else begin
            case (state)
                S0_IDLE: begin
                    if (valid && !ready) begin
                        next_state = S1_SELECT_DEVICE;
                    end else if (!valid && ready) begin
                        ready_next = 1'b0;
                        ce_next = 1'b1;
                    end else begin
                        ce_next = 1'b1;
                    end
                end
                S1_SELECT_DEVICE: begin
                    sio_oe_next = 4'b0001;
                    cs_next = addr[22:21];
                    ce_next = 1'b0;
                    next_state = S2_CMD;
                end
                S2_CMD: begin
                    spi_buf_next[31:24] = QUAD_MODE ? (write ? CMD_QUAD_WRITE : CMD_FAST_READ_QUAD) : (write ? CMD_WRITE : CMD_READ);
                    xfer_cycles_next = 8;
                    is_quad_next = 0;
                    next_state = S4_ADDR;
                end
                S4_ADDR: begin
                    spi_buf_next[31:8] = {1'b0, addr[20:0], write ? byte_offset : 2'b00};
                    sio_oe_next = 4'b1111;
                    xfer_cycles_next = 24;
                    is_quad_next = QUAD_MODE;
                    next_state = QUAD_MODE && read ? S5_WAIT : S6_XFER;
                end
                S5_WAIT: begin
                    sio_oe_next = 4'b0000;
                    xfer_cycles_next = 6;
                    is_quad_next = 0;
                    next_state = S6_XFER;
                end
                S6_XFER: begin
                    is_quad_next = QUAD_MODE;
                    if (write) begin
                        sio_oe_next = 4'b1111;
                        spi_buf_next = wr_buffer;
                    end else begin
                        sio_oe_next = 4'b0000;
                    end
                    xfer_cycles_next = write ? wr_cycles : 32;
                    next_state = S7_WAIT_FOR_XFER_DONE;
                end
                S7_WAIT_FOR_XFER_DONE: begin
                    rdata_next = {spi_buf[7:0], spi_buf[15:8], spi_buf[23:16], spi_buf[31:24]};
                    ready_next = 1'b1;
                    next_state = S0_IDLE;
                end
                default: next_state = S0_IDLE;
            endcase
        end
    end
endmodule
module align_wdata (
    input  logic [ 3:0] wstrb,
    input  logic [31:0] wdata,
    output logic [ 1:0] byte_offset,
    output logic [ 5:0] wr_cycles,
    output logic [31:0] wr_buffer
);
    always_comb begin
        wr_buffer = wdata;   
        case (wstrb)
            4'b0001: begin
                byte_offset = 2'd3;
                wr_buffer[31:24] = wdata[7:0];
                wr_cycles = 6'd8;
            end
            4'b0010: begin
                byte_offset = 2'd2;
                wr_buffer[31:24] = wdata[15:8];
                wr_cycles = 6'd8;
            end
            4'b0100: begin
                byte_offset = 2'd1;
                wr_buffer[31:24] = wdata[23:16];
                wr_cycles = 6'd8;
            end
            4'b1000: begin
                byte_offset = 2'd0;
                wr_buffer[31:24] = wdata[31:24];
                wr_cycles = 6'd8;
            end
            4'b0011: begin
                byte_offset = 2'd2;
                wr_buffer[31:16] = wdata[15:0];
                wr_cycles = 6'd16;
            end
            4'b1100: begin
                byte_offset = 2'd0;
                wr_buffer[31:16] = wdata[31:16];
                wr_cycles = 6'd16;
            end
            4'b1111: begin
                byte_offset = 2'd0;
                wr_buffer[31:0] = wdata[31:0];
                wr_cycles = 6'd32;
            end
            default: begin
                byte_offset = 2'd0;
                wr_buffer = wdata;
                wr_cycles = 6'd32;
            end
        endcase
    end
endmodule
--- design/flow/run.sh ---
#!/bin/bash
# OpenROAD 26Q1-2900-gdf79404cd8, Yosys 0.63+post, stock flow scripts
make -C /OpenROAD-flow-scripts/flow DESIGN_CONFIG=/design/flow/config.mk WORK_HOME=/design/flow/orfs finish
==> reports/results.ini <==
[synth]
edf_count=32
synth_area_mm2=0.004837
synth.distinct_cells=64
synth_area_per_cell_um2=10.56
ys_area_mm2=0.004837
yosysMostFrequentCell=dfrtp_1
top_area_cell=dfrtp_1
ys_seq_share_pct=48.40
yosys_warnings=3
yosys_cells=458
syn_inst=458
synthTopCellsByArea=dfrtp_1 27%, edfxtp_1 20%, mux2i_1 9.1%
numSynthFlops=87
yosys.area.top_type_share_pct=26.90
common_cells=52 x dfrtp_1, 49 x nand2_1, 44 x mux2i_1, 32 x edfxtp_1, 28 x a21oi_1
ys.flop_type=dfrtp_1
async_flop_share_pct=63.22

[place]
dpl_worst_slack_ps=1754
dp.cells=657
hpwl_um=8807
gp_congestion=0.8576
port_buffers=98

[run_status]
firstError=[error] [KeplerFormal.cpp:679] Workflow failed: Iso has multiple drivers: .sio0_si_mosi0, sio0_si_mosi$_DFFE_PN0P_.Q0
status=stopped before the end
haltStage=clock tree synthesis (4_1_cts)

[clock_tree]
htreeDepth=3
postCtsSetupRepairBufs=0
cts_buffers=9
clock_sinks=87
clk_path_buf_depth=2
clk_root_buffer_cell=clkbuf_8
postCtsHoldBufs=0
ctsResizeCount=0

[floorplanning]
fp-utilization_pct=52.10
die-width_um=100.4
rows=35
pin_count=103
die_y_um=100.4

-- stage by stage --
| stage | power, W | utilization, % | area, µm² |
|---|---|---|---|
| 3_3_place_gp | 0.0007913 | 63.11 | 5859 |
| 3_5_place_dp | 0.0007911 | 63.11 | 5859 |
| 2_1_floorplan | 0.0007209 | - | 4837 |
-- logic make-up after synthesis --
| group | Yosys count | synth area share (%) |
|---|---|---|
| xor+xnor | 4 | 0.7244 |
| buf+inv | 56 | 5.147 |
| fa+ha+maj | 4 | 1.035 |
| flops | 87 | 48.40 |
| compound gates | 105 | 15.70 |
| simple gates | 135 | 14.54 |
| mux | 67 | 14.46 |
Power figures rest on the tool's default switching activity, not on a simulated workload.
